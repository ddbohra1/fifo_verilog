### ./design.v
module data_processor (
    input wire clk,                
    input wire rst_n,              
    input wire fifo1_write_en,     
    input wire fifo1_read_en,      
    input wire [7:0] fifo1_data_in,   
    output wire [19:0] fifo1_data_out,  
    output wire fifo1_ready,       
    output wire fifo1_empty,       
    input wire fifo2_write_en,     
    input wire fifo2_read_en,      
    input wire [7:0] fifo2_data_in,  
    output wire [19:0] fifo2_data_out,  
    output wire fifo2_ready,       
    output wire fifo2_empty,       
    output reg [7:0] recovered_data_item
);
reg [19:0] packet1;
reg [19:0] packet2;
reg packet1_greater_than_packet2;
reg [15:0] decomposed_data_item;
parameter FIFO1_DEPTH = 18;
reg [7:0] fifo1_mem [0:FIFO1_DEPTH-1];
reg [4:0] fifo1_ptr_wr;
reg [4:0] fifo1_ptr_rd;
parameter FIFO2_DEPTH = 24;
reg [7:0] fifo2_mem [0:FIFO2_DEPTH-1];
reg [4:0] fifo2_ptr_wr;
reg [4:0] fifo2_ptr_rd;
always @(posedge clk or negedge rst_n) begin
    if (~rst_n) begin
        packet1 <= 20'h00000;
        packet2 <= 20'h00000;
    end else begin
        if (fifo1_ready && fifo2_ready) begin
            packet1 <= fifo1_data_out;
            packet2 <= fifo2_data_out;
        end
    end
end
always @* begin
    packet1_greater_than_packet2 = (&packet1 > &packet2);
end
always @(posedge clk) begin
    if (packet1_greater_than_packet2 && ~fifo1_empty) begin
        decomposed_data_item = packet1[15:0] ^ packet1[19:16];
        recovered_data_item <= decomposed_data_item;
    end
end
always @(posedge clk or negedge rst_n) begin
    if (~rst_n) begin
        fifo1_ptr_wr <= 0;
        fifo1_ptr_rd <= 0;
    end else begin
        if (fifo1_write_en && ~fifo1_ready) begin
            fifo1_mem[fifo1_ptr_wr] <= fifo1_data_in;
            fifo1_ptr_wr <= fifo1_ptr_wr + 1;
        end
        if (fifo1_read_en && ~fifo1_empty) begin
            fifo1_ptr_rd <= fifo1_ptr_rd + 1;
        end
    end
end
always @(posedge clk or negedge rst_n) begin
    if (~rst_n) begin
        fifo2_ptr_wr <= 0;
        fifo2_ptr_rd <= 0;
    end else begin
        if (fifo2_write_en && ~fifo2_ready) begin
            fifo2_mem[fifo2_ptr_wr] <= fifo2_data_in;
            fifo2_ptr_wr <= fifo2_ptr_wr + 1;
        end
        if (fifo2_read_en && ~fifo2_empty) begin
            fifo2_ptr_rd <= fifo2_ptr_rd + 1;
        end
    end
end
assign fifo1_ready = (fifo1_ptr_wr - fifo1_ptr_rd < FIFO1_DEPTH);
assign fifo1_empty = (fifo1_ptr_wr == fifo1_ptr_rd);
assign fifo2_ready = (fifo2_ptr_wr - fifo2_ptr_rd < FIFO2_DEPTH);
assign fifo2_empty = (fifo2_ptr_wr == fifo2_ptr_rd);
assign fifo1_data_out = (fifo1_ready) ? packet1 : 20'h00000;  
assign fifo2_data_out = (fifo2_ready) ? packet2 : 20'h00000;  
endmodule
### ./config.mk
export PLATFORM = sky130hd
export DESIGN_NAME = data_processor
export DESIGN_NICKNAME = data_processor
export VERILOG_FILES = /design/flow/design.v
export SDC_FILE = /design/flow/constraint.sdc
export NUM_CORES = 4
export LEC_CHECK = 1
export CORE_UTILIZATION = 40
### ./run.sh
#!/bin/bash
# OpenROAD 26Q1-2900-gdf79404cd8, Yosys 0.63+post, stock flow scripts
make -C /OpenROAD-flow-scripts/flow DESIGN_CONFIG=/design/flow/config.mk WORK_HOME=/design/flow/orfs finish
### ./constraint.sdc
current_design data_processor

set clk_period 3.3
set clk_io_pct 0.2

create_clock -name clk0 -period $clk_period [get_ports {clk}]

set non_clock_inputs [all_inputs -no_clocks]
set_input_delay [expr $clk_period * $clk_io_pct] -clock clk0 $non_clock_inputs
set_output_delay [expr $clk_period * $clk_io_pct] -clock clk0 [all_outputs]
==> results.cfg <==
; physical design summary
[critical_path]
criticalPathCategory = reg -> out
r2r_slack_ns = 0.10
critPathRequiredTime_ns = 2.64
rr_worst_depth = 16
rr_endpoint = fifo1_ptr_wr[1]
cp_max_fo = 4
slowest_delay_ns = 0.38
worstReg2RegStart = fifo1_ptr_wr[0]
cp_slowest_cell = dfrtp_1
cpMostUsedCell = buf_6
end_kind = primary output
cp_data_arrival_time_ns = 2.95
cp-start-kind = flop
cp_cell_sequence = inv_1 > ha_2 > inv_2 > fa_2 > xor2_1 > or3_1 > or3_4 > a31oi_4 > buf_6 > buf_12 > buf_6 > buf_6 > and2_4 > buf_6

[synthesis]
ys_cells = 277
synth_top_cell_by_area = dfrtp_1
avgSynthCellArea_um2 = 11.0
yosys_most_used_dff = dfrtp_1
async_flop_share = 0.882
top_logic_kind = simple AND/OR/NAND/NOR gates
ys_ff = 68
fa_ha_area_frac = 0.0641
syn_area_mm2 = 0.00304
synthMostInstantiatedCell = dfrtp_1
ys_chip_area_mm2 = 0.00304
muxShareOfSynthArea = 0.00740
top_area_frac = 0.493
aoi_share = 0.0374
ys_seq_frac = 0.572
ys_top_cells_by_count = 60 x dfrtp_1, 44 x clkbuf_1, 42 x and2_1
xor_area_frac = 0.0604
area_leaders = dfrtp_1 49%, and2_1 8.6%, edfxtp_1 7.9%
synth-edff-count = 8
yosysUniqueCellTypes = 36
ys_warn_count = 3
simple_gate_area_frac = 0.183
syn_inst = 277

[power]
powerDensity_mw_per_mm2 = 1050
ir_drop_mv = 0.597
p_leak_nw = 2.23
power_mw = 4.56

[floorplan]
dieArea_mm2 = 0.00796
fp_util = 0.417
die_w_um = 89.2
die_height_um = 89.2
rows = 31
ios = 74
core_area_mm2 = 0.00729

[place]
gp_congestion = 0.800
io_buffers = 57
dp_hpwl_um = 3700
pre_cts_ws_ns = -0.217
placedInstanceArea_mm2 = 0.00370

[routing]
drt-total-wl_um = 5840
drc_errors = 0
routedWlPerCell_um = 13.0
drt_iter0_markers = 54
vias = 2046
dr.pass1.iters = 4
via_per_inst = 4.57
diodes = 0
ant_nets = 0

[clocking]
cts_tree = built
cts_buffers = 9
htree_levels = 3
path_clk_slew_ns = 0.07
insertion_delay_ns = 0.33
cts.sinks = 68
cts_root_buffer = clkbuf_8
clock_path_buffers = 2
postCtsHoldBufs = 0

[cells_and_area]
fill_cells = 578
drive_gt1_frac = 0.375
fin_area_mm2 = 0.00434
area_growth_pct = 42.5

[flow_run]
cap_viol_max_count = 0
warnings = 43

[sta]
rsz0062_at_grt = true
final-max-slew-violation-count = 0
skew_ns = 0.0109
period_needed_ns = 3.61
finalSetupTns_ns = -4.23
maxSlewHeadroom = 0.668
hold_ws_ns = 0.286
finalHoldViolCount = 0
fmaxAchievable_mhz = 277
worstMarginPinSlew_ns = 0.498
final-setup-viol-count = 21
setup_slack_ns = -0.314
min_period_over_period = 1.10

[outcome]
status = complete, but fails checks
violations = setup timing

[global_route]
grt_pass1_wl_um = 9120
gr-usage-all-layers = 0.156
grt_pass1_vias = 1956
antenna_found_initial = 0
overflow = 0
grt_max_degree = 25

[worst_hold_path]
min_path_type = in -> async
-- stage by stage --
stage                     utilization  instances
after global placement          0.508        405
final                           0.595        448
after floorplan                     -        277
after detailed placement        0.508        405
after CTS                       0.561        442
after global routing            0.595        448
-- routing by layer --
metal / GRT usage / part of all wire
met3: 0.0487 / 0.067
met1: 0.242 / 0.47
met4: 0.0188 / 0.012
met2: 0.233 / 0.45
met5: 0 / 0
-- power by group --
part	total, mW	internal, mW	switching, mW
clock	0.601	0.294	0.306
combinational	2.87	1.68	1.18
sequential	1.09	0.977	0.115
total	4.56	2.96	1.60
-- layout by cell type (no fill, tap or decap), drive strengths merged, types with 2 or more instances in the layout --
master,count
edfxtp,8
xnor2,11
clkbuf,11
nor2,7
and3,3
a21oi,3
dlymetal6s2s,11
buf,65
or3,2
o21ai,5
nor3b,2
a211oi,2
nand4,16
clkinvlp,3
clkdlybuf4s50,24
nor3,4
ha,14
nand3,6
nand2,10
and2,42
xor2,10
inv,15
dfrtp,60
mux2,2
-- worst max-delay path: cells and delay by family, from the launching register on --
family          cells  cell delay, ns
compound gates      1            0.16
flops               1            0.38
buf+inv             7            0.59
fa+ha+maj           2            0.51
xor+xnor            1            0.16
simple gates        3            0.82
-- sequential cells by signal, indices dropped and copies added (netlist names) --
register             count
recovered_data_item      8
packet1                 20
packet2                 20
fifo2_ptr_wr             5
fifo1_ptr_wr             5
fifo2_ptr_rd             5
fifo1_ptr_rd             5
-- layout make-up --
type / count / area, µm² / area share
Inverter: 14 / 52.6 / 0.0121
Clock inverter: 5 / 36.3 / 0.00837
Tap cell: 99 / 124 / 0.0286
Clock buffer: 11 / 141 / 0.0326
Sequential cell: 68 / 1740 / 0.402
Multi-Input combinational cell: 151 / 1280 / 0.294
Timing Repair Buffer: 100 / 963 / 0.222
-- repair_timing --
action                     CTS  global route
pin swaps                   14            23
hold endpoints to repair     0             0
cloned                       2             1
setup endpoints to repair   42            45
setup buffers               19             8
resized                    110            51
-- how the worst max path moves through the flow --
stage / from / to / slack [ns] / cells past startpoint
after global routing: fifo1_ptr_wr[0] / fifo1_data_out[12] / -0.46 / 14
after CTS: fifo1_ptr_wr[0] / fifo1_data_out[5] / -0.41 / 14
final: fifo1_ptr_wr[0] / fifo1_data_out[13] / -0.31 / 14
-- cells by family after synthesis --
| family | count (synthesis) |
|---|---|
| muxes | 2 |
| and+or+nand+nor | 95 |
| xor gates and xnor gates | 21 |
| adders and majority gates | 15 |
| buffers and inverters | 60 |
| AOI/OAI and AO/OA | 16 |
| DFF | 68 |
Power figures rest on the tool's default switching activity, not on a simulated workload.
